===== config.mk =====
export PLATFORM = sky130hd
export DESIGN_NAME = color_conv
export DESIGN_NICKNAME = color_conv
export VERILOG_FILES = /design/flow/design.v
export SDC_FILE = /design/flow/constraint.sdc
export NUM_CORES = 4
export LEC_CHECK = 1
export CORE_UTILIZATION = 30

===== constraint.sdc =====
current_design color_conv

set clk_period 1.0
set clk_io_pct 0.2

create_clock -name clk0 -period $clk_period [get_ports {clk_i}]

set non_clock_inputs [all_inputs -no_clocks]
set_input_delay [expr $clk_period * $clk_io_pct] -clock clk0 $non_clock_inputs
set_output_delay [expr $clk_period * $clk_io_pct] -clock clk0 [all_outputs]

===== design.v =====
`timescale 1 ns / 1 ps
module color_conv(
    input logic clk_i,
    input logic rst_n_i,
    input logic color_conv_en_i,
    input logic [23:0] color_data_i,
    input logic        color_data_vld_i,
    output logic [23:0] color_data_o,
    output logic        color_data_vld_o
);
logic [15:0] color_data_y;
logic        color_data_vld;
wire [7:0] color_data_r = color_data_i[23:16];
wire [7:0] color_data_g = color_data_i[15:8];
wire [7:0] color_data_b = color_data_i[7:0];
assign color_data_o     = color_conv_en_i ? {3{color_data_y[15:8]}} : color_data_i;
assign color_data_vld_o = color_conv_en_i ? color_data_vld : color_data_vld_i;
always_ff @(posedge clk_i or negedge rst_n_i)
begin
    if (!rst_n_i) begin
        color_data_y   <= 16'h0000;
        color_data_vld <= 1'b0;
    end else begin
        color_data_y   <= color_data_vld_i ? color_data_r * 77 + color_data_g * 150 + color_data_b * 29 : color_data_y;
        color_data_vld <= color_data_vld_i;
    end
end
endmodule

===== run.sh =====
#!/bin/bash
# OpenROAD 26Q1-2900-gdf79404cd8, Yosys 0.63+post, stock flow scripts
make -C /OpenROAD-flow-scripts/flow DESIGN_CONFIG=/design/flow/config.mk WORK_HOME=/design/flow/orfs finish

==> results.tsv <==
metric	value	unit
clk_pin_slew	0.04	ns
core.rowCount	40	
route.antenna.remaining_nets	0	
cts_tree	done	
detailedRoute.firstPassIterationCount	4	
cp_data_arrival_time	5.70	ns
total_negative_setup_slacks	-39.35	ns
vias_per_cell	4.65	
routed_wirelength	10.2	mm
holdCritPathClass	in -> async	
regToRegSetupSlack	-0.10	ns
final_max_slew_viol_count	0	
yosys_cells	407	
layout.area.seq	225	µm²
drcViolationCount	0	
synthesis.yosys.warnings	1	
crit_required	1.10	ns
floorplan.core_util	30.8	%
fp.dieH	113	µm
wire_length_of_the_first_global_routing_pass	16.5	mm
numSynthFlops	9	
top_level_ports	53	
place_area	5090	µm²
portion_of_the_clock_cycle_consumed_by_the_worst_path_in_the_final_layout	561	%
port_buffers	52	
final_count_of_negative_setup_slack_endpoints	33	
dp_slack	-5.21	ns
gr-usage-all-layers	16.9	%
dp_hpwl	8.06	mm
holdBufCountCts	0	
routabilityCongestion	0.880	
htree_levels	1	
dr.first_iter.drc_count	95	
reg2reg_to	color_data_y[14]$_DFFE_PN0P_	
avgSynthCellArea	9.08	µm²
avgRoutedWirePerCell	14.2	µm
log.warning_count	29	
grt_max_degree	12	
synthesis_to_finish_area_growth	63.0	%
clock-root-buffer	sky130_fd_sc_hd__clkbuf_16	
clock_path_buffers	2	
synthArstFlopShare	100	%
top_area_cell	sky130_fd_sc_hd__fa_1	
cts_made_buffers	3	
clock_latency	0.23	ns
synth_seq_share	6.10	%
relSlewSlack	78.7	%
number_of_global_route_vias_before_repair	3517	
beginning_of_the_critical_path	color_data_i[11]	
critPathLaunchType	primary input	
synth.yosys.chip_area	3690	µm²
multi_input_comb_area	3690	µm²
die_area	12800	µm²
layout-drive-gt1-share	46.8	%
worst_slack	-4.61	ns
vias	3346	
ys.flop_type	sky130_fd_sc_hd__dfrtp_1	
grt_antenna_before_repair	0	
grt_setup_unrepaired	true	
n_antenna_cell	0	
layout_min_cycle_time	5.61	ns
grt-ovfl-total	0	
synth_area	3690	µm²
topCellsByArea	sky130_fd_sc_hd__fa_1 30%, sky130_fd_sc_hd__ha_1 28%, sky130_fd_sc_hd__inv_1 11%, sky130_fd_sc_hd__dfrtp_1 6.1%, sky130_fd_sc_hd__o21ai_0 4.1%	
worstSetupEndpointType	flip-flop	
most_common_cell	sky130_fd_sc_hd__inv_1	
yosysTopAreaCellShare	29.8	%
post_synth_num_cell_types	39	
fill_cells	1024	
drv.max_cap_violation_count	0	
timing_worst_slew_pin_value	0.316	ns
critPathKind	in -> reg	
r2r_cells	3	
edf_count	0	
dieWidth	113	µm
core_area	12000	µm²
worstReg2RegStart	color_data_y[14]$_DFFE_PN0P_	
timing.clock.skew	0	ns
tritoncts_num_sinks	9	
final_hold_viols	0	
netlist_top_cells_count	113 x sky130_fd_sc_hd__inv_1, 84 x sky130_fd_sc_hd__ha_1, 55 x sky130_fd_sc_hd__fa_1, 30 x sky130_fd_sc_hd__o21ai_0, 22 x sky130_fd_sc_hd__nand2_1	
achievable-frequency	178	MHz
violations_in_the_final_reports	setup timing	
outcome	complete, but fails checks	
synthesis.instances	407	
final_cell_area	6020	µm²
worst-path-max-fanout	4	
fin_util	50.1	%
==> kinds of logic (layout without fill, tap and decap cells) <==
family	Yosys count	in the layout	synth area share, %
xor+xnor	14	14	3.32
fa+ha+maj	139	139	58.2
simple gates	49	49	6.16
flops	9	9	6.10
buf+inv	117	283	11.9
compound gates	74	74	12.8
mux	5	5	1.49
==> cell type report <==
type	count	area share [%]
multi-input combinational	281	61.2
timing repair buffer	166	23.6
clock buffer	3	1.25
sequential	9	3.74
inverter	113	7.04
clock inverter	1	0.0831
tap	147	3.05
==> critical path, stage by stage <==
cell,delay [ns]
sky130_fd_sc_hd__buf_8,0.10
sky130_fd_sc_hd__ha_4,0.23
sky130_fd_sc_hd__ha_4,0.24
sky130_fd_sc_hd__ha_4,0.26
sky130_fd_sc_hd__inv_2,0.03
sky130_fd_sc_hd__fa_1,0.48
sky130_fd_sc_hd__inv_2,0.04
sky130_fd_sc_hd__ha_4,0.29
sky130_fd_sc_hd__nand2_4,0.05
sky130_fd_sc_hd__o21ai_2,0.14
sky130_fd_sc_hd__nor2_2,0.07
sky130_fd_sc_hd__xnor2_2,0.14
sky130_fd_sc_hd__fa_1,0.49
sky130_fd_sc_hd__fa_1,0.51
sky130_fd_sc_hd__inv_2,0.04
sky130_fd_sc_hd__fa_1,0.46
sky130_fd_sc_hd__fa_1,0.51
sky130_fd_sc_hd__inv_2,0.05
sky130_fd_sc_hd__ha_4,0.28
sky130_fd_sc_hd__a21o_1,0.14
sky130_fd_sc_hd__a21oi_2,0.08
sky130_fd_sc_hd__o32ai_4,0.16
sky130_fd_sc_hd__a31oi_2,0.15
sky130_fd_sc_hd__buf_4,0.17
sky130_fd_sc_hd__buf_6,0.10
sky130_fd_sc_hd__o211ai_1,0.17
sky130_fd_sc_hd__nand4_1,0.12
==> state kept, by name, indices dropped and copies added (netlist names) <==
register / count
color_data_vld: 1
color_data_y: 8
==> stage by stage <==
step	instances	hold slack, ns
after floorplan	407	-0.0956
after global placement	680	0.480
after detailed placement	680	0.482
after CTS	712	0.276
after global routing	720	0.289
final	720	0.263
==> worst max-delay path by stage <==
stage                                     endpoint  slack, ns  cells after the start
after CTS             color_data_y[15]$_DFFE_PN0P_      -4.59                     22
after global routing  color_data_y[15]$_DFFE_PN0P_      -4.80                     27
final                 color_data_y[15]$_DFFE_PN0P_      -4.61                     27
==> cells in the final DEF, fill, tap and decap left out, types with 5 or more instances in the layout <==
cell                              Yosys  layout
sky130_fd_sc_hd__a21oi_1             11       6
sky130_fd_sc_hd__o21ai_2              0      23
sky130_fd_sc_hd__ha_4                 0      24
sky130_fd_sc_hd__clkdlybuf4s15_2      0       9
sky130_fd_sc_hd__dfrtp_1              9       9
sky130_fd_sc_hd__buf_2                0      27
sky130_fd_sc_hd__inv_2                0      10
sky130_fd_sc_hd__buf_6                0      43
sky130_fd_sc_hd__ha_1                84      58
sky130_fd_sc_hd__a21o_1               5       5
sky130_fd_sc_hd__nand2_2              0       7
sky130_fd_sc_hd__nor2_1               8       7
sky130_fd_sc_hd__buf_4                0      71
sky130_fd_sc_hd__nand2_1             22      11
sky130_fd_sc_hd__xnor2_1              9       7
sky130_fd_sc_hd__inv_1              113     103
sky130_fd_sc_hd__fa_1                55      54
==> timing repair <==
| action | CTS | global route |
|---|---|---|
| setup buffers | 28 | 14 |
| gates cloned | 1 | 0 |
| setup endpoints to repair | 33 | 33 |
| resized | 267 | 73 |
| pin swaps | 52 | 51 |
==> metal layers <==
metal / vias up / part of all wire, % / GRT usage, %
met2: 72 / 48 / 28.1
li1: 1646 / - / -
met3: 6 / 5.4 / 3.22
met4: 0 / 1.0 / 1.93
met1: 1622 / 46 / 24.2
met5: - / 0 / 0
